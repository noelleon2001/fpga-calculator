### run.sh
#!/bin/bash
# OpenROAD 26Q1-2900-gdf79404cd8, Yosys 0.63+post, stock flow scripts
make -C /OpenROAD-flow-scripts/flow DESIGN_CONFIG=/design/flow/config.mk WORK_HOME=/design/flow/orfs finish
### config.mk
export PLATFORM = sky130hd
export DESIGN_NAME = device
export DESIGN_NICKNAME = device
export VERILOG_FILES = /design/flow/design.v
export SDC_FILE = /design/flow/constraint.sdc
export NUM_CORES = 4
export LEC_CHECK = 1
export CORE_UTILIZATION = 40
### constraint.sdc
current_design device

set clk_period 3.6
set clk_io_pct 0.2

create_clock -name clk0 -period $clk_period [get_ports {clock}]

set non_clock_inputs [all_inputs -no_clocks]
set_input_delay [expr $clk_period * $clk_io_pct] -clock clk0 $non_clock_inputs
set_output_delay [expr $clk_period * $clk_io_pct] -clock clk0 [all_outputs]
### design.v
`timescale 1ns / 1ps
module device(clock, P, M, equal, num1, anode, SSD, LED);
    input clock, P, M, equal;
    input [3:0] num1;
    reg [3:0] count = 4'd0;
    reg [95:0] id1 = "123456789", id2 = "0101010101010";  
    reg [1:0] m_tmp = 2'b00;
    reg [95:0] id, tmp;
    reg [31:0] roll;
    reg [3:0] sum, num1_tmp, num2, num3, SSD_temp;
    reg [3:0] curr_state, next_state;
    reg [27:0] counter1 = 28'd0, counter2 = 28'd0;
    reg clock_en;
    wire clock_counter, clock_multiplex;
    parameter f1 = 100000000;  
    parameter f2 = 200000;  
    output reg [3:0] anode;
    output reg [6:0] SSD;
    output reg LED;
    parameter state0 = 4'b0000; 
    parameter state1 = 4'b0001;
    parameter state2 = 4'b0010;
    parameter state3 = 4'b0011;
    parameter state4 = 4'b0100;
    parameter state5 = 4'b0101;
    parameter state6 = 4'b0110;
    initial curr_state = state0; 
    always @(posedge clock) begin
        if (counter1 >= (f1 - 1)) counter1 <= 28'd0;
        else counter1 <= counter1 + 1;
        if (counter2 >= (f2 - 1)) counter2 <= 28'd0;
        else counter2 <= counter2 + 1;
    end
    assign clock_counter = (counter1 == 0);
    assign clock_multiplex = (counter2 == 0);
    always @ (posedge clock) begin 
        curr_state <= next_state;
    end
    always @ (curr_state or equal or M or P) begin
        case (curr_state)
            state0: next_state <= state1;
            state1: if (M == 0) next_state <= state2; 
                    else if (M == 1) next_state <= state5; 
                    else next_state <= state0;
            state2: next_state <= state3;
            state3: next_state <= state4;
            state4: if (M == 1) next_state <= state1;
                    else next_state <= state3; 
            state5: if (M == 0) next_state <= state1; 
                    else if (equal == 0) next_state <= state5; 
                    else if (equal == 1) next_state <= state6;
                    else next_state <= state0;
            state6: if (M == 0) next_state <= state1; 
                    else if (equal == 0) next_state <= state5; 
                    else if (equal == 1) next_state <= state6;
                    else next_state <= state0;
            default: next_state <= state0; 
        endcase
    end 
    always @ (curr_state or equal or M or P) begin 
        case (curr_state)
            state0: begin LED <= 0; clock_en <= 0; end
            state1: begin sum <= 4'd0; num3 <= 4'd0; LED <= 0; clock_en <= 0; end
            state2: id <= P ? id2 : id1;
            state3: id <= id;
            state4: begin tmp = P ? id2 : id1;                        
                        if (id != tmp) begin
                            clock_en <= 0;
                            if (count == 0) id <= tmp;
                        end 
                        else begin
                            roll = id[103-(count*8) -: 32];
                            clock_en = 1;
                        end
                    end
            state5: begin num3 = sum; num1_tmp = num1; num2 = sum; end
            state6: begin sum = num1_tmp + num2;
                        LED = ((sum[3] != num2[3]) && (num1_tmp[3] == num2[3]));  
                        if (sum[3] == 1) num3 <= ~sum + 1'b1;
                        else num3 <= sum;
                    end
        endcase
    end
    always @(posedge clock_counter) begin 
        if (M) count <= 1;
        else if (clock_en == 0) count <= 1;
        else if (count == 9) count <= 0;
        else if (clock_en) count = count + 1;
    end
    always @(posedge clock_multiplex) begin 
        if (curr_state == state0 || curr_state == state1) anode <= 4'b1111;
        if (M == 0) begin
            case (m_tmp)
                2'b00: begin SSD_temp <= (roll[7:0] - 6'd48); anode <= 4'b1110; end
                2'b01: begin SSD_temp <= (roll[15:8] - 6'd48); anode <= 4'b1101; end
                2'b10: begin SSD_temp <= (roll[23:16] - 6'd48); anode <= 4'b1011; end
                2'b11: begin SSD_temp <= (roll[31:24] - 6'd48); anode <= 4'b0111; end
                default: anode <= 4'b1111;
            endcase
            end
        else begin
            if (sum[3] == 1) begin
                case (m_tmp)
                    2'b00: begin SSD_temp <= num3; anode <= 4'b1110; end
                    2'b01: begin SSD_temp <= 4'b1010; anode <= 4'b1101; end
                    default: anode <= 4'b1111;
                endcase end
            else begin SSD_temp <= num3; anode <= 4'b1110; end
            end
        m_tmp = m_tmp + 1;
    end
    always @(*) begin  
        case(SSD_temp)
        4'b0000: SSD = 7'b0000001;
        4'b0001: SSD = 7'b1001111;
        4'b0010: SSD = 7'b0010010;
        4'b0011: SSD = 7'b0000110;
        4'b0100: SSD = 7'b1001100;
        4'b0101: SSD = 7'b0100100;
        4'b0110: SSD = 7'b0100000;
        4'b0111: SSD = 7'b0001111;
        4'b1000: SSD = 7'b0000000; 
        4'b1001: SSD = 7'b0000100;
        4'b1010: SSD = 7'b1111110;
        default: SSD = 7'b1111110;
        endcase
    end
endmodule
==> impl_metrics.json <==
{
  "outcome": "completed",
  "cts_tree": "built",
  "coreArea_um2": 12260,
  "cts.repair_timing.setup_buffer_count": 0,
  "dp.final_hpwl_um": 6559,
  "synth_cell_types": 74,
  "drc": 0,
  "cts_repair_resize_count": 0,
  "synthesis.instances": 566,
  "highest_utilization_routing_layer_at_the_global_route_stage": "met1",
  "p_leak_nw": 2.285,
  "worstPathMaxFanout": 27,
  "most_common_cell": "dfxtp_1",
  "timing_worst_slew_pin_value_ns": 0.8430,
  "finalWorstPathRequiredPeriod_ns": 2.104,
  "drtIter0Drc": 253,
  "layout-drive-gt1-share_pct": 9.030,
  "min_period_over_period_pct": 58.45,
  "groute.usage.overall_pct": 15.37,
  "yosysWarnings": 7,
  "drt_pass1_iterations": 4,
  "port-buffer-count": 19,
  "final_core_util_pct": 47.31,
  "synth.top_cell.area_share_pct": 29.70,
  "globalplace.congestion": 0.8613,
  "h-tree-depth": 3,
  "untimed_endpoints": 73,
  "data_required_critical_path_ns": 3.77,
  "fp.dieW_um": 115.2,
  "initial_utilization_pct": 41.78,
  "report.final.hold_viol_count": 0,
  "synth_stat.cells": 566,
  "antenna_found_initial": 0,
  "wl_per_cell_um": 11.80,
  "crit_type": "flip-flop to flip-flop",
  "clock.latency.late_pin_ns": 0.33,
  "placement_rows": 40,
  "power.ir.vdd_worst_mv": 0.3030,
  "share_comb_of_total_power_pct": 16.4,
  "grt_overflow_total": 0,
  "maxCapViolCount": 0,
  "antenna_cells_inserted": 0,
  "areaGrowthSynthToFinish_pct": 13.24,
  "groute.layer.met2.usage_pct": 23.21,
  "drt_wl_total_um": 9041,
  "ios": 20,
  "yosys.stat.chipArea_um2": 5122,
  "worst_ep_arrival_time_ns": 2.28,
  "clock_buffer_count_from_cts": 9,
  "synth.avg_cell_area_um2": 9.050,
  "grt_max_degree": 28,
  "dieHeight_um": 115.2,
  "log.warning_count": 39,
  "ys_dominant_reg_cell": "dfxtp_1",
  "switchingPower_w": 0.0005735,
  "setup_total_negative_slack_ns": 0,
  "first_global_vias": 3596,
  "biggest_area_contributors_in_the_synthesized_netlist": "dfxtp_1, dlxtn_1, ha_1",
  "clk_path_buf_depth": 2,
  "final_max_slew_viol_count": 0,
  "vias_per_cell": 4.974,
  "top_cells_by_count": "dfxtp_1, nor2_1, nand2_1",
  "fillerInstances": 1132,
  "synth-edff-count": 4,
  "chip_area_um2": 13260,
  "finClkSkew_ns": 0.007534,
  "setup-violations-final": 0,
  "top_area_cell": "dfxtp_1",
  "grt_use_met3_pct": 1.823,
  "mapped_area_um2": 5122,
  "fraction_of_met1_tracks_used_by_global_routing_pct": 24.89,
  "cp-start-kind": "flip-flop",
  "clockRootBuffer": "clkbuf_16",
  "rsz_0062_raised_after_global_routing": "false",
  "swShare_pct": 27.29,
  "vias": 3810,
  "timing.fmax_mhz": 475.2,
  "grt_pass1_wl_um": 16480,
  "synth-seq-cells": 116,
  "cts.clk_slew.worst_paths_ns": 0.05,
  "slew_headroom_pct": 43.80,
  "detail-route-antenna-nets": 0,
  "sequentialPowerShare_pct": 42.9,
  "cts_hold_buffers": 0,
  "async_flop_share_pct": 0,
  "hp-class": "flip-flop to flip-flop",
  "cell_internal_pwr_w": 0.001528,
  "p_per_area_nw_per_um2": 362.3,
  "unclocked_pins": 57,
  "endpoint_kind": "flip-flop",
  "power.share.clock_pct": 40.7
}
worst max-delay path, stage by stage, from the launching register on:
cell	delay, ns
dfxtp_1	0.38
ha_1	0.22
nand2_1	0.12
nor3_2	0.24
o211ai_2	0.12
a32oi_4	0.75
nor2_1	0.12
registers in the layout, summed over array words and instances, names as in the netlist, 3 cells and up:
name / flops
SSD_temp: 4
SSD: 7
roll: 16
num3: 4
sum: 4
anode: 4
counter2: 28
num1_tmp: 4
curr_state: 3
counter1: 28
num2: 4
count: 4
final timing paths:
| path | from | to | slack [ns] | depth (start not counted) |
|---|---|---|---|---|
| worst min register to register | counter1[0]$_SDFF_PP0_ | counter1[0]$_SDFF_PP0_ | 0.48 | 1 |
| worst max-delay path | counter1[0]$_SDFF_PP0_ | counter1[19]$_SDFF_PP0_ | 1.50 | 6 |
| worst min-delay path | counter1[0]$_SDFF_PP0_ | counter1[0]$_SDFF_PP0_ | 0.48 | 1 |
| worst max register to register | counter1[0]$_SDFF_PP0_ | counter1[19]$_SDFF_PP0_ | 1.50 | 6 |
final cells by class:
type / instances / area [um2] / area share (%)
multi-input combinational: 410 / 2764 / 47.65
inverter: 34 / 127.6 / 2.200
timing repair buffer: 22 / 212.7 / 3.667
clock inverter: 5 / 61.31 / 1.057
sequential: 116 / 2182 / 37.62
clock buffer: 11 / 242.7 / 4.185
tap: 168 / 210.2 / 3.624
cells by family after synthesis:
kind of cell             share of synthesized area (%)
adder cells (fa/ha/maj)                          6.009
buffers and inverters                            4.299
AND-OR/OR-AND                                    9.966
AND/OR/NAND/NOR                                  27.04
multiplexers                                     1.001
other                                          0.07321
XOR/XNOR                                         9.013
latches                                          10.55
flip-flops                                       32.05
cell usage in the layout, fill, tap and decap left out, types with 4 or more instances in the layout:
cell	n
clkdlybuf4s50_1	19
nand2_1	42
a22oi_1	4
nor4_1	9
edfxtp_1	4
xor2_1	25
a21oi_1	17
and2_1	6
nand3_1	31
a21o_1	6
mux2i_1	4
nand4_1	12
nor3_2	11
dlxtn_1	36
nor3_1	23
o211ai_1	4
nand3b_1	7
nor2b_1	4
conb_1	11
and3_1	10
o21ai_0	6
ha_1	23
nand2b_1	8
dfxtp_1	76
clkbuf_16	9
xnor2_1	24
inv_1	34
nor2_1	61
per-layer routing:
layer,wire [um],up-vias
met3,301,9
li1,-,2005
met5,0,-
met2,3862,51
met4,146,0
met1,4731,1745
power by group through the flow:
stage                 Combinational (W)  Sequential [W]  Clock [W]
after CTS                      0.000347        0.000902   0.000875
final                          0.000344        0.000902   0.000855
after global routing           0.000401        0.000914   0.000913
stage by stage:
| stage | cell area, um2 | setup slack [ns] | std cells | hold slack, ns | total power, W |
|---|---|---|---|---|---|
| after global routing | 5801 | 1.278 | 766 | 0.5163 | 0.002228 |
| after CTS | 5801 | 1.483 | 766 | 0.4874 | 0.002123 |
| final | 5801 | 1.496 | 766 | 0.4787 | 0.002101 |
| after detailed placement | 5497 | 1.506 | 750 | 0.4744 | 0.001259 |
| after global placement | 5497 | 1.576 | 750 | 0.4571 | 0.001252 |
| after floorplan | 5160 | 1.915 | 576 | 0.4409 | 0.001185 |
Power and IR drop assume default switching activity.
